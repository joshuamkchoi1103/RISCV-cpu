--- design/flow/run.sh ---
#!/bin/bash
# OpenROAD 26Q1-2900-gdf79404cd8, Yosys 0.63+post, stock flow scripts
make -C /OpenROAD-flow-scripts/flow DESIGN_CONFIG=/design/flow/config.mk WORK_HOME=/design/flow/orfs finish
--- design/flow/config.mk ---
export PLATFORM = sky130hd
export DESIGN_NAME = DMem
export DESIGN_NICKNAME = DMem
export VERILOG_FILES = /design/flow/design.v
export SDC_FILE = /design/flow/constraint.sdc
export NUM_CORES = 4
export LEC_CHECK = 1
export CORE_UTILIZATION = 40
--- design/flow/constraint.sdc ---
current_design DMem

set clk_period 21.8
set clk_io_pct 0.2

create_clock -name clk0 -period $clk_period [get_ports {Clk}]

set non_clock_inputs [all_inputs -no_clocks]
set_input_delay [expr $clk_period * $clk_io_pct] -clock clk0 $non_clock_inputs
set_output_delay [expr $clk_period * $clk_io_pct] -clock clk0 [all_outputs]
--- design/flow/design.v ---
module DMem(
  input Clk,
        Wen,
  input[7:0] WDat,
             Addr,
  output logic[7:0] Rdat);
  logic[7:0] Core[256];
  always_ff @(posedge Clk)
    if(Wen) Core[Addr] <= WDat;
  assign Rdat = Core[Addr];
endmodule
==> run notes <==
Results of the run.

The upper clock frequency limit is 68.9 MHz. The fraction of power consumed by sequential logic is 0.547. The OpenROAD report gives the critical path a data arrival time of 10.15 ns. The tally of OpenROAD warnings is 26.

The script logs the mean routed wire length per placed instance as 28.7 um. CTS reports a maximum clock tree buffer depth of 3. The number of failing setup endpoints in the final timing report is 0. Setup repair after global routing left no endpoint under its margin. In this run the cell area of the synthesized design comes to 0.0783 mm^2. The final estimated routing congestion in global placement is 0.845. The TritonCTS buffer count is 200. The count of vias placed by the detailed router is 36,700. The horizontal die size is 445 um. The largest register by flop count is Core. The quantity of gates resized following cts is 0. The number of sinks driven by the clock tree is 2,048. The startpoint type of the worst setup path is an input pin.

The total half-perimeter wirelength after legalization and detailed placement is 109,000 um. The fraction of the yosys area taken by sequential cells is 0.785. The setup TNS is 0 ns. For this run, design rule violations remaining after detail routing come to 0. At the worst endpoint, the required time is 17.44 ns.

The critical path is of the input pin to output port type. The chip occupies 0.198 mm^2. Per the run report, area growth between synthesis and finish was 13.0%. The switching power summed over all nets is 0.00167 W.

The average cell area after synthesis is 22.1 um^2. The final worst-path cycle share is 0.665. The initial antenna violation count is 3. The aggregate global-route resource usage is 0.213. The maximum number of pins on one net before global-route repair is 98.

The relative max-transition margin is 0.0928. The number of buffers added on ports is 25. The global route stage reports its total congestion overflow as 0. The floorplan step set the die height to 445 um.

Buffers inserted to repair hold after CTS numbered 0. The synthesized netlist was found by Yosys to have 3,539 cells. The floorplan step records an initial core utilization of 0.402. Buffers added to address setup during post-CTS repair amount to 0. After floorplanning, the core was sized to cover 0.195 mm^2. The flow ran to the end, and the final reports show no timing, DRC or antenna violations. In the layout the commonest cells are edfxtp_1 (2,048), mux4_2 (512), a22oi_1 (256), nor2_1 (231), clkbuf_16 (202). The number of synthesized register bits is 2,048. The via count of the first global-routing pass is 41,000. Dividing total power by cell area gives a power density of 89.7 mW/mm^2. The type of the worst min-delay path is input pin to flop.

The share of total power dissipated in combinational logic is 0.045. In the final report, the number of hold violations comes to 0. The final max-slew violation count recorded for this run is 0. The shortest period the worst path allows is 14.51 ns.

The count of nets left with antenna violations once routing finished came out at 0. The register with the most flip-flops in the layout has 2,048 of them. The internal power summed over all cells is 0.00626 W. After floorplanning, the core was divided into 162 placement rows. The max-cap check violation count is 0. The clock share of power is 0.408. At the pin with the least slew margin, the transition time is 1.34 ns. The total length of routed wires is 187,000 um. The registers reported with the highest flop counts are Core: 2048 flops.

The first global-routing pass estimated 276,000 um of wire. In the final layout, the share of cells above drive strength 1 is 0.254. In the CTS report, the clock slew at the register clock pins of the worst setup and hold paths is listed as 0.06 ns. The finished cells cover 0.0885 mm^2.

Of the total power, the share spent switching nets is 0.211. VDD sags by at most 88.2 uV. The number of top-level pins is 26. The tree is rooted in a clkbuf_16. The first routing iteration left 2,492 violations.

Yosys reports a chip area of 0.0783 mm^2. The average via count per standard cell is 5.64. The synthesized instance count is 3,539. The most common cell after layout, fill and taps aside is edfxtp_1. Counting the warning lines in the Yosys log gives 1.

The leakage power is 26.7 nW. The post-placement worst setup slack is 7.09 ns. STA classifies the critical path endpoint as an output port. Per the CTS log, the maximum H-tree level is 4.

TritonCTS built the clock tree. The total cell area at the placement stage is 0.0824 mm^2. The number of distinct standard cells referenced by the synthesized netlist is 21. The first detailed-routing pass ran for 5 iterations. The setup slack of the critical path after layout is 7.29 ns. In this run the worst path has a maximum fanout of 68.
[logic make-up (layout without fill, tap and decap cells)]
family | after synthesis | count (layout) | share of synthesized area
other | 0 | 4 | 0
multiplexers | 512 | 512 | 0.147
flip-flops | 2048 | 2048 | 0.785
AND-OR/OR-AND | 416 | 416 | 0.0363
buffers and inverters | 233 | 571 | 0.0140
AND/OR/NAND/NOR | 330 | 330 | 0.0174
[power groups by stage]
stage	Sequential (W)	Combinational, W	Clock, W
6_report	0.00434	0.000360	0.00324
4_1_cts	0.00434	0.000366	0.00330
5_1_grt	0.00434	0.000388	0.00345
[per-layer routing]
layer	global-route usage	wire, um	vias to the layer above
met5	0.00635	171	-
met4	0.0407	4210	4
met3	0.150	29300	255
met2	0.311	89800	2140
met1	0.278	63300	18900
li1	-	-	15400
[synthesized netlist by cell type]
master	instances	share of area
a22oi_1	256	0.025
buf_4	16	0.0015
nand3_1	13	0.00083
nor2_1	232	0.011
and2_1	3	0.00024
a21oi_1	128	0.0082
buf_2	36	0.0023
buf_1	19	0.00091
clkbuf_1	145	0.0069
buf_6	16	0.0023
nand2b_1	6	0.00048
o41ai_1	32	0.0036
nor2b_1	7	0.00056
edfxtp_1	2048	0.79
nor3_1	30	0.0019
inv_1	1	0.000048
or2_2	2	0.00016
or3_1	1	0.000080
mux4_2	512	0.15
nand2_1	28	0.0013
nand4_1	8	0.00064
[worst max-delay path: stages]
cell and delay (ns):
buf_8 0.40, buf_12 0.55, buf_4 0.63, buf_4 0.67, mux4_2 0.58, a22oi_1 0.21
a21oi_1 0.20, o41ai_1 1.18, nand4_1 0.60, clkdlybuf4s50_1 0.57
[worst paths after layout]
check,start,endpoint,depth (start not counted)
worst max-delay path,Addr[0],Rdat[0],10
worst min-delay path,WDat[4],Core[175][4],1
[final cells by class]
type	instances	area [um^2]
inverter	1	3.75
antenna	4	10.0
fill	15900	106000
clock inverter	105	821
timing repair buffer	206	1750
tap	2624	3280
clock buffer	259	5270
multi-input combinational	1258	15900
sequential	2048	61500
[per-stage QoR]
step | std cells | util | total power [W] | hold WS (ns)
floorplan | 3539 | - | 0.00462 | 4.46
global placement | 6136 | 0.423 | 0.00479 | 4.79
detailed placement | 6137 | 0.423 | 0.00479 | 4.80
CTS | 6501 | 0.454 | 0.00801 | 3.88
global route | 6501 | 0.454 | 0.00818 | 3.94
finish | 6505 | 0.454 | 0.00794 | 3.95
Power figures rest on the tool's default switching activity, not on a simulated workload.
